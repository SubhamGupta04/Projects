**flow/config.mk**
```make
export PLATFORM = sky130hd
export DESIGN_NAME = traffic_light
export DESIGN_NICKNAME = traffic_light
export VERILOG_FILES = /design/flow/design.v
export SDC_FILE = /design/flow/constraint.sdc
export NUM_CORES = 4
export LEC_CHECK = 1
export CORE_UTILIZATION = 50
```
**flow/constraint.sdc**
```tcl
current_design traffic_light

set clk_period 4.7
set clk_io_pct 0.2

create_clock -name clk0 -period $clk_period [get_ports {clk}]

set non_clock_inputs [all_inputs -no_clocks]
set_input_delay [expr $clk_period * $clk_io_pct] -clock clk0 $non_clock_inputs
set_output_delay [expr $clk_period * $clk_io_pct] -clock clk0 [all_outputs]
```
**flow/design.v**
```verilog
`timescale 1ns / 1ps
module traffic_light(
    input clk,
    input rst,
    output reg g_led,
    output reg y_led,
    output reg r_led,
    output reg [7:0]an,
    output reg[7:0]seg
    );
    wire clk_1hz,clk_500hz;
    clock_divider dut(.clk(clk),.rst(rst),.clk_1hz(clk_1hz),.clk_500hz(clk_500hz));
    parameter Green=2'b00,Yellow=2'b01,Red=2'b10;
    reg [5:0] countdown;
    reg[1:0] state;
    integer Green_Time=15;
    integer Yellow_Time=5;
    integer Red_Time=15;
    always@(posedge clk_1hz or posedge rst) begin
    if(rst) begin
        state<=Green;
        countdown<=Green_Time;
        end
    else begin
        if(countdown>0) 
        countdown<=countdown-1;
        else begin
        case (state)
            Green :begin state<=Yellow;countdown<=Yellow_Time; end
            Yellow:begin state<=Red;countdown<=Red_Time; end
            Red:begin state<=Green;countdown<=Green_Time;end
            default: begin state<=Green;countdown<=Green_Time;end
        endcase        
        end
    end
 end   
    always@ (*)begin
        g_led=0;y_led=0;r_led=0;
        case(state)
        Green:g_led=1;
        Yellow:y_led=1;
        Red:r_led=1;
     endcase 
   end 
   reg [1:0]mux;reg [3:0]digit;
   always@ (posedge clk_500hz or posedge rst) begin
     if(rst)
        mux<=0;
     else   
           mux<=mux+1;
    end
    always@ (*)begin
    case(mux)
        2'b00:begin
                an=8'b11111110;
                digit=countdown%10;
               end 
        2'b01:begin
                an=8'b11111101;
                digit=countdown/10;
                end
        default:begin
                an=8'b11111111;
                digit=0;
                end        
    endcase
        case (digit)
            4'd0: seg = 8'b11000000;
            4'd1: seg = 8'b11111001;
            4'd2: seg = 8'b10100100;
            4'd3: seg = 8'b10110000;
            4'd4: seg = 8'b10011001;
            4'd5: seg = 8'b10010010;
            4'd6: seg = 8'b10000010;
            4'd7: seg = 8'b11111000;
            4'd8: seg = 8'b10000000;
            4'd9: seg = 8'b10010000;
            default: seg = 8'b11111111;
        endcase
  end
endmodule
`timescale 1ns / 1ps
module clock_divider(
    input clk,
    input rst,
    output reg clk_1hz,
    output reg clk_500hz
    );
    reg [31:0] cnt_1hz;
    reg [24:0] cnt_500hz;
    always@ (posedge clk or posedge rst)begin
    if(rst) begin
        clk_1hz<=0;
        cnt_1hz<=0;
     end 
     else if(cnt_1hz==49999999)begin
        clk_1hz<=~clk_1hz;
        cnt_1hz<=0;
     end
     else begin
        cnt_1hz<=cnt_1hz+1;
       end 
     end  
     always@ (posedge clk or posedge rst) begin
     if(rst) begin
        clk_500hz<=0;
        cnt_500hz<=0;
       end 
      else if(cnt_500hz == 99999) begin
        clk_500hz<=~clk_500hz;
        cnt_500hz<=0;
       end  
      else begin
        cnt_500hz<=cnt_500hz+1;
       end 
    end    
endmodule
```
**flow/run.sh**
```bash
#!/bin/bash
# OpenROAD 26Q1-2900-gdf79404cd8, Yosys 0.63+post, stock flow scripts
make -C /OpenROAD-flow-scripts/flow DESIGN_CONFIG=/design/flow/config.mk WORK_HOME=/design/flow/orfs finish
```
==> flow_summary.json <==
{
  "routed_wirelength_um": 6380,
  "grt_start_max_net_pins": 50,
  "yosysTopAreaCellShare": 0.418,
  "num_antenna_cells": 0,
  "max_cap_violations": 0,
  "grt_antenna_before_repair": 0,
  "die_area_sq_um": 8140,
  "number_of_unconstrained_endpoints": 23,
  "wire_length_of_the_first_global_routing_pass_um": 11500,
  "ys_top_cells_by_area": "sky130_fd_sc_hd__dfrtp_1 42%, sky130_fd_sc_hd__xnor2_1 7.2%, sky130_fd_sc_hd__xor2_1 5.2%, sky130_fd_sc_hd__ha_1 5.1%, sky130_fd_sc_hd__nand2_1 4.0%",
  "worst_path_arrival_ns": 2.22,
  "routed_via_density": 5.26,
  "max_clock_freq_mhz": 498,
  "cp_top_family": "simple AND/OR/NAND/NOR gates",
  "unclocked_regs": 11,
  "synth_top_cell_by_area": "sky130_fd_sc_hd__dfrtp_1",
  "synth_cell_types": 58,
  "postSynthCellCount": 394,
  "cp_max_fo": 4,
  "yosys.stat.chipArea_sq_um": 3890,
  "warnings": 34,
  "grt_pass1_vias": 2562,
  "tightestPinTransition_ns": 0.672,
  "dp_worst_setup_slack_ns": 2.33,
  "final_critical_path_setup_slack_ns": 2.69,
  "place_hpwl_um": 4480,
  "timing_worst_setup_path_type": "reg2reg",
  "cts_resized": 0,
  "synth.cell_area_sq_um": 3890,
  "hold_viol_final": 0,
  "cts_made_buffers": 9,
  "wl_per_cell_um": 12.4,
  "outcome": "finished, final reports clean",
  "via_count": 2700,
  "worst_clock_skew_ns": 0.00994,
  "setup_viol": 0,
  "synth-seq-area-share": 0.452,
  "rsz0062_at_grt": "no",
  "antenna_violating_nets_post_route": 0,
  "placement_rows": 31,
  "layout_area_growth_over_synthesis_pct": 9.65,
  "ioPinCount": 21,
  "ys_seq_elements": 70,
  "drc_errors": 0,
  "iteration_0_drc_markers": 76,
  "synth-async-reset-ratio": 1.00,
  "ir_worst_vdd_uv": 200,
  "place.port_buffers": 13,
  "clock_latency_ns": 0.33,
  "cpMaxStageDelayCell": "sky130_fd_sc_hd__dfrtp_1",
  "die_width_um": 90.2,
  "combinational_cell_area_excluding_buffers_and_inverters_sq_um": 1960,
  "timing.max_slew.rel_slack": 0.552,
  "placed_cells": 497,
  "min_period_over_period": 0.427,
  "most_frequent_cell_on_the_critical_path": "sky130_fd_sc_hd__nand3_1",
  "buffers_and_inverters_on_the_worst_path": 0,
  "worstPathCellList": "ha_1, nand3_1, nor3_1, and2_1, nor2b_1, nand3_1, xnor2_1",
  "edf_count": 0,
  "cts_buffer_depth": 2,
  "tritoncts": "done",
  "p_leak_uw": 0.00192,
  "floorplanUtilization": 0.528,
  "flop_cell": "sky130_fd_sc_hd__dfrtp_1",
  "final-instance-count-excl-fill": 513,
  "detail_route.first_pass.iterations": 4,
  "seq_area_sq_um": 1760,
  "post-cts-setup-buffer-count": 0,
  "ys_cells": 394,
  "die_y_um": 90.2,
  "clk_root_buffer_cell": "sky130_fd_sc_hd__clkbuf_8",
  "postSynthAreaPerCell_sq_um": 9.88,
  "post_cts_hold_buffer_count": 0,
  "end_kind": "register",
  "tmin_final_ns": 2.01,
  "globalplace.congestion": 0.830,
  "cpPeakStageDelay_ns": 0.38,
  "report.final.slew_viol_count": 0,
  "cts_max_level": 3,
  "start_kind": "register",
  "power.density_cell_area_nw_per_um2": 230,
  "synth-warning-count": 2,
  "clk_pin_slew_ns": 0.07,
  "worst_hold_path_type": "reg2reg",
  "core-area_sq_um": 7370,
  "n_fill_cell": 650,
  "worst_ep_required_time_ns": 4.91,
  "timing.setup.tns_ns": 0,
  "grt_usage": 0.176,
  "layout-drive-gt1-share": 0.0990,
  "grt_remaining_overflow": 0
}
worst reg2reg max path: stages (launching register included):
cell and delay (ns):
sky130_fd_sc_hd__dfrtp_1 0.38, sky130_fd_sc_hd__ha_1 0.19, sky130_fd_sc_hd__nand3_1 0.14, sky130_fd_sc_hd__nor3_1 0.33, sky130_fd_sc_hd__and2_1 0.29, sky130_fd_sc_hd__nor2b_1 0.28
sky130_fd_sc_hd__nand3_1 0.13, sky130_fd_sc_hd__xnor2_1 0.14
registers in the layout (all words and copies together), names as in the netlist, named ones only:
| register | flops |
|---|---|
| countdown | 6 |
| dut.cnt_1hz | 32 |
| mux | 2 |
| dut.clk_1hz | 1 |
| dut.cnt_500hz | 25 |
| dut.clk_500hz | 1 |
cell usage in the layout (no fill, tap or decap), types with 3 or more instances in the layout:
| master | synthesis | layout |
|---|---|---|
| sky130_fd_sc_hd__dfrtp_1 | 65 | 65 |
| sky130_fd_sc_hd__nand2_1 | 41 | 41 |
| sky130_fd_sc_hd__nor2_1 | 40 | 40 |
| sky130_fd_sc_hd__xnor2_1 | 32 | 32 |
| sky130_fd_sc_hd__nand3_1 | 25 | 25 |
| sky130_fd_sc_hd__xor2_1 | 23 | 23 |
| sky130_fd_sc_hd__inv_1 | 21 | 20 |
| sky130_fd_sc_hd__ha_1 | 16 | 16 |
| sky130_fd_sc_hd__clkdlybuf4s50_1 | 0 | 13 |
| sky130_fd_sc_hd__a21oi_1 | 12 | 12 |
| sky130_fd_sc_hd__nand4_1 | 12 | 12 |
| sky130_fd_sc_hd__nor3_1 | 11 | 11 |
| sky130_fd_sc_hd__clkbuf_8 | 0 | 10 |
| sky130_fd_sc_hd__and3_1 | 7 | 7 |
| sky130_fd_sc_hd__conb_1 | 1 | 7 |
| sky130_fd_sc_hd__o21ai_0 | 6 | 6 |
| sky130_fd_sc_hd__nor4_1 | 5 | 5 |
| sky130_fd_sc_hd__dfstp_2 | 5 | 5 |
| sky130_fd_sc_hd__and4_1 | 3 | 3 |
| sky130_fd_sc_hd__and2_1 | 3 | 3 |
| sky130_fd_sc_hd__nor2b_1 | 3 | 3 |
| sky130_fd_sc_hd__mux2i_1 | 3 | 3 |
metal layers:
layer	track usage	vias up	wire [um]
met5	0	-	0
met1	0.294	1279	3440
met3	0.0344	8	171
li1	-	1373	-
met2	0.258	40	2690
met4	0.0215	0	77
area by class of cell:
cell class | instances | area share
clock buffer | 10 | 0.0323
tap | 99 | 0.0290
clock inverter | 6 | 0.0150
sequential | 70 | 0.412
timing repair buffer | 14 | 0.0323
inverter | 22 | 0.0194
multi-input combinational | 292 | 0.460
synthesized netlist by cell type (2+ instances only):
cell type	n
sky130_fd_sc_hd__a21o_1	2
sky130_fd_sc_hd__a21oi_1	12
sky130_fd_sc_hd__a21oi_2	2
sky130_fd_sc_hd__and2_1	3
sky130_fd_sc_hd__and3_1	7
sky130_fd_sc_hd__and4_1	3
sky130_fd_sc_hd__buf_4	9
sky130_fd_sc_hd__buf_6	2
sky130_fd_sc_hd__clkbuf_1	4
sky130_fd_sc_hd__dfrtp_1	65
sky130_fd_sc_hd__dfstp_2	5
sky130_fd_sc_hd__ha_1	16
sky130_fd_sc_hd__inv_1	21
sky130_fd_sc_hd__mux2_4	2
sky130_fd_sc_hd__mux2i_1	3
sky130_fd_sc_hd__nand2_1	41
sky130_fd_sc_hd__nand2b_1	2
sky130_fd_sc_hd__nand3_1	25
sky130_fd_sc_hd__nand4_1	12
sky130_fd_sc_hd__nor2_1	40
sky130_fd_sc_hd__nor2b_1	3
sky130_fd_sc_hd__nor3_1	11
sky130_fd_sc_hd__nor3b_1	2
sky130_fd_sc_hd__nor4_1	5
sky130_fd_sc_hd__nor4_4	2
sky130_fd_sc_hd__nor4bb_1	2
sky130_fd_sc_hd__o21ai_0	6
sky130_fd_sc_hd__o21ai_1	2
sky130_fd_sc_hd__o22ai_1	2
sky130_fd_sc_hd__or3_1	2
sky130_fd_sc_hd__xnor2_1	32
sky130_fd_sc_hd__xor2_1	23
worst paths after layout:
kind / from / to / slack [ns] / cells after the start
min in group asynchronous: rst / dut.cnt_1hz[18] / 0.95 / 2
max in group asynchronous: rst / dut.cnt_1hz[21] / 2.77 / 3
hold / removal: dut.cnt_1hz[0] / dut.cnt_1hz[0] / 0.47 / 1
hold reg to reg: dut.cnt_1hz[0] / dut.cnt_1hz[0] / 0.47 / 1
setup / recovery: dut.cnt_500hz[0] / dut.cnt_500hz[24] / 2.69 / 7
setup reg to reg: dut.cnt_500hz[0] / dut.cnt_500hz[24] / 2.69 / 7
per-stage QoR:
step | cell area (sq um) | utilization | power (uW) | hold slack, ns
final | 4270 | 0.579 | 980 | 0.474
after global routing | 4270 | 0.579 | 1020 | 0.499
after CTS | 4270 | 0.579 | 999 | 0.479
after detailed placement | 4070 | 0.552 | 532 | 0.468
after global placement | 4070 | 0.552 | 532 | 0.466
after floorplan | 3910 | - | 530 | 0.443
cell families (layout without fill, tap and decap cells):
kind of cell	after synthesis	in the layout	share of synthesized area
compound gates	39	39	0.0772
xor+xnor	55	55	0.124
fa+ha+maj	17	17	0.0540
buf+inv	38	52	0.0495
flops	70	70	0.452
mux	5	5	0.0154
other cells	1	7	0.000964
simple gates	169	169	0.227
power breakdown:
group / internal [uW] / switching [uW]
Sequential: 508 / 0
Clock: 259 / 200
Combinational: 1.33 / 11.6
Power is estimated from default activity; no workload was simulated.
